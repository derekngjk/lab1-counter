[flow/config.mk]
export PLATFORM = sky130hd
export DESIGN_NAME = top
export DESIGN_NICKNAME = top
export VERILOG_FILES = /design/flow/design.v
export SDC_FILE = /design/flow/constraint.sdc
export NUM_CORES = 4
export LEC_CHECK = 1
export CORE_AREA = 10 10 92 92
export DIE_AREA = 0 0 102 102
[flow/constraint.sdc]
current_design top

set clk_period 4.3
set clk_io_pct 0.2

create_clock -name clk0 -period $clk_period [get_ports {clk}]

set non_clock_inputs [all_inputs -no_clocks]
set_input_delay [expr $clk_period * $clk_io_pct] -clock clk0 $non_clock_inputs
set_output_delay [expr $clk_period * $clk_io_pct] -clock clk0 [all_outputs]
[flow/design.v]
module counter # (
    parameter WIDTH = 8   
) (
    input logic clk,                 
    input logic rst,                 
    input logic en,                  
    output logic [WIDTH-1:0] count   
);
always_ff @ (posedge clk, posedge rst)
    if (rst) count <= {WIDTH{1'b0}};
    else     count <= count + {{WIDTH - 1{1'b0}}, en};
endmodule
module bin2bcd (
	input  logic [7:0]   x,			 
	output logic [11:0]  BCD      
);	
   logic  [19:0] result;   
   integer i;
   always_comb
   begin
      result[19:0] = 0;
      result[7:0] = x;      
      for (i=0; i<8; i=i+1) begin
         if (result[11:8] >= 5)
            result[11:8] = result[11:8] + 4'd3;
         if (result[15:12] >= 5)
            result[15:12] = result[15:12] + 4'd3;
         result = result << 1;
      end
      BCD = result[19:8];
   end
endmodule
module top # (
    parameter WIDTH = 8
)(
    input logic            clk,   
    input logic            rst,   
    input logic            en,    
    output logic[11:0]     bcd    
);
    logic[WIDTH-1:0] count;  
counter myCounter (
    .clk (clk),
    .rst (rst),
    .en (en),
    .count (count)
);
bin2bcd myDecoder (
    .x (count),
    .BCD (bcd)
);
endmodule
[flow/run.sh]
#!/bin/bash
# OpenROAD 26Q1-2900-gdf79404cd8, Yosys 0.63+post, stock flow scripts
make -C /OpenROAD-flow-scripts/flow DESIGN_CONFIG=/design/flow/config.mk WORK_HOME=/design/flow/orfs finish
==> flow_metrics.py <==
# Synthesis and PnR figures
metrics = {
    "status": {
        "outcome": "complete, but fails checks",
        "violations": "negative setup slack",
    },
    "die": {
        "core_area_um2": 6460,
        "die_w_um": 102,
        "rows": 29,
        "core_util_floorplan_pct": 20.7,
        "io_pins": 15,
        "die_area_um2": 10400,
        "die_h_um": 102,
    },
    "route": {
        "wl_per_cell_um": 12.4,
        "diodes": 0,
        "initialDrtViolationCount": 54,
        "vias": 1521,
        "drt_pre_antenna_iters": 6,
        "routed_wl_um": 3970,
        "postRouteAntennaNets": 0,
        "drc": 0,
        "via_per_inst": 4.75,
    },
    "global_route": {
        "grt_overflow": 0,
        "grt_usage_pct": 7.61,
        "grt_pass1_vias": 1555,
        "grt_max_degree": 16,
        "grt_pass1_wl_um": 6830,
        "antenna_found_initial": 0,
    },
    "timing": {
        "fmax_ghz": 0.197,
        "period_needed_ns": 5.07,
        "drv_slew": 0,
        "period_used_pct": 118,
        "relSlewSlack_pct": 54.4,
        "finalWorstSetupSlack_ns": -0.771,
        "tightestPinTransition_ns": 0.676,
        "setup_viol": 9,
        "rsz0062_at_grt": "yes",
        "hold_violations": 0,
        "finClkSkew_ns": 0.00219,
    },
    "job": {
        "tool_warnings": 32,
        "drv_cap": 0,
    },
    "clock_tree": {
        "cts_tree": "yes",
        "clk_latency_ns": 0.23,
        "cts_sinks": 8,
        "cts_root_buf": "clkbuf_8",
        "cts_buffers": 3,
        "clkTransAtPathRegs_ns": 0.04,
        "holdBufCountCts": 0,
        "clk_path_buf_depth": 2,
        "htreeDepth": 1,
    },
    "synthesis": {
        "synth_top_flop_cell": "dfrtp_1",
        "synth_warnings": 2,
        "edf_count": 0,
        "syn_inst": 165,
        "synth_flops": 8,
        "synth-async-reset-ratio_pct": 100,
        "ys_area_um2": 1340,
        "avgSynthCellArea_um2": 8.09,
        "yosys.stat.seqShare_pct": 15.0,
        "syn-cell-area_um2": 1340,
        "synth_cell_types": 59,
        "yosysCellCount": 165,
    },
    "worst_setup_path": {
        "cp-end-kind": "output pin",
        "r2r-start": "myCounter.count[1]",
        "required_ns": 3.44,
        "crit_start": "myCounter.count[5]",
        "r2r.worst_path.cells": 4,
        "critPathLaunchType": "register",
        "arrival_ns": 4.21,
        "critPathKind": "reg2out",
        "crit_fanout": 4,
    },
    "placed_design": {
        "io_buffers": 12,
        "place_hpwl_um": 2720,
        "gp_congestion": 0.935,
    },
    "min_path": {
        "min_from": "myCounter.count[0]",
        "hold_class": "reg2reg",
        "whs_path_depth": 1,
    },
    "cells_and_area": {
        "syn_to_final_growth_pct": 76.8,
        "drive_gt1_share_pct": 57.6,
        "largest_reg_flops": 8,
        "reg.largest.list": "myCounter.count: 8 flops",
        "top_register": "myCounter.count",
        "fin_util_pct": 36.5,
        "most-common-layout-cells": "buf_4 (59), buf_6 (12), nor2_1 (10)",
        "layout_top_cell": "buf_4",
    },
}
[cells by family (layout without fill, tap and decap cells)]
family	Yosys count	in the layout	synth area share (%)
other	1	2	0.281
XOR/XNOR	11	11	8.34
AND-OR/OR-AND	52	52	29.7
buffers and inverters	21	98	8.06
flip-flops	8	8	15.0
AND/OR/NAND/NOR	56	56	24.4
multiplexers	4	4	3.00
adder cells (fa/ha/maj)	12	12	11.2
[through the flow]
step	setup TNS, ns	hold slack, ns	instance area (um^2)	instances	setup WS, ns
finish	-5.92	0.486	2360	320	-0.771
global route	-7.98	0.532	2360	320	-0.998
CTS	-5.78	0.491	2250	316	-0.820
detailed placement	-5.68	0.487	1890	287	-0.759
global placement	-5.28	0.478	1890	287	-0.713
floorplan	-1.66	0.467	1430	166	-0.272
[routing by layer]
metal / track usage [%] / part of all wire [%]
met1: 10.1 / 49
met2: 13.2 / 49
met3: 0.477 / 1.9
met4: 1.63 / 0.53
met5: 0 / 0
[worst max-delay path, cell delays in order, from the launching register on]
cell and delay (ns):
dfrtp_2 0.43, inv_4 0.07, ha_4 0.12, inv_2 0.04
ha_4 0.15, a21oi_4 0.13, xnor2_2 0.15, ha_2 0.22
and2b_1 0.20, buf_6 0.12, a211oi_4 0.24, o2111ai_4 0.19
ha_2 0.23, nand2b_4 0.15, nand2_4 0.08, nor3_4 0.04
nor2_4 0.13, nand2_2 0.08, ha_4 0.19, a21o_1 0.19
buf_6 0.13, a21oi_4 0.15, buf_6 0.12, buf_6 0.08
a21oi_1 0.05, a31oi_1 0.16, buf_2 0.12
[path summary, 6_finish.rpt]
| check | slack [ns] | end |
|---|---|---|
| setup / recovery | -0.77 | bcd[5] |
| hold / removal | 0.49 | myCounter.count[0] |
| setup reg to reg | 2.94 | myCounter.count[6] |
| hold reg to reg | 0.49 | myCounter.count[0] |
| max in group asynchronous | 3.17 | myCounter.count[5] |
| min in group asynchronous | 0.87 | myCounter.count[0] |
[cells in the mapped netlist, types with 2 or more instances]
cell type,count,area (um^2)
nor2_1,14,52.6
nand3_1,5,25.0
o32a_1,2,20.0
a21o_1,3,22.5
inv_1,11,41.3
nor3_1,3,15.0
o22ai_1,3,18.8
a21oi_1,10,50.1
dfrtp_1,8,200
nand2b_1,2,12.5
and3_1,3,18.8
buf_2,2,10.0
o211ai_1,2,15.0
or3_1,2,12.5
mux2i_1,4,40.0
nand2_1,8,30.0
and2_1,2,12.5
xnor2_1,8,70.1
a31oi_1,5,31.3
nand3_2,2,20.0
buf_4,5,37.5
o21ai_0,6,30.0
xnor2_2,2,32.5
o21ba_2,2,20.0
clkbuf_1,2,7.51
ha_1,12,150
nand4_1,5,31.3
[final cells by class]
type                    instances  area [um^2]
clock buffers                   4         45.0
repair buffers                 83          658
fillers                       617         4100
well taps                      77         96.3
multi-input cells             137         1320
flip-flops and latches          8          201
inverters                      11         43.8
[timing repair]
| item | CTS | global route |
|---|---|---|
| setup endpoints to repair | 9 | 9 |
| buffers inserted | 25 | 4 |
| pin swaps | 36 | 22 |
| gates resized | 62 | 19 |
